## design/flow/config.mk

```make
export PLATFORM = sky130hd
export DESIGN_NAME = axi_dma_controller
export DESIGN_NICKNAME = axi_dma_controller
export VERILOG_FILES = /design/flow/design.v
export SDC_FILE = /design/flow/constraint.sdc
export NUM_CORES = 4
export LEC_CHECK = 1
export CORE_UTILIZATION = 30
export SYNTH_MEMORY_MAX_BITS = 65536
```

## design/flow/constraint.sdc

```tcl
current_design axi_dma_controller

set clk_period 4667.1
set clk_io_pct 0.2

create_clock -name clk0 -period $clk_period [get_ports {clk}]

set non_clock_inputs [all_inputs -no_clocks]
set_input_delay [expr $clk_period * $clk_io_pct] -clock clk0 $non_clock_inputs
set_output_delay [expr $clk_period * $clk_io_pct] -clock clk0 [all_outputs]
```

## design/flow/design.v

```verilog
`timescale 1ns / 1ps
 `default_nettype none
  module axi_dma_controller #(
      parameter integer ADDR_WD = 32,
      parameter integer DATA_WD = 32,
      parameter integer DATA_WD_BYTE = DATA_WD / 8,
      localparam integer STRB_WD =  DATA_WD / 8
)(
    input wire clk, 
    input wire rst,
    input  wire                 cmd_valid,
    input  wire [ADDR_WD-1 : 0] cmd_src_addr,
    input  wire [ADDR_WD-1 : 0] cmd_dst_addr,
    input  wire [1:0]           cmd_burst,
    input  wire [ADDR_WD-1 : 0] cmd_len,
    input  wire [2:0]           cmd_size,
    output wire                 cmd_ready,
    output wire                 M_AXI_ARVALID,
    output wire [ADDR_WD-1 : 0] M_AXI_ARADDR,
    output wire [ADDR_WD-1:0]           M_AXI_ARLEN,
    output wire [2:0]           M_AXI_ARSIZE,
    output wire [1:0]           M_AXI_ARBURST,
    input  wire                 M_AXI_ARREADY,
    input  wire                 M_AXI_RVALID,
    input  wire [DATA_WD-1 : 0] M_AXI_RDATA,
    input  wire [1:0]           M_AXI_RRESP,
    input  wire                 M_AXI_RLAST,
    output wire                 M_AXI_RREADY,
    output wire                 M_AXI_AWVALID,
    output wire [ADDR_WD-1 : 0] M_AXI_AWADDR,
    output wire [ADDR_WD-1:0]           M_AXI_AWLEN,
    output wire [2:0]           M_AXI_AWSIZE,
    output wire [1:0]           M_AXI_AWBURST,
    input  wire                 M_AXI_AWREADY,
    output wire                 M_AXI_WVALID,
    output wire [DATA_WD-1 : 0] M_AXI_WDATA,
    output wire [STRB_WD-1 : 0] M_AXI_WSTRB,
    output wire                 M_AXI_WLAST,
    input  wire                 M_AXI_WREADY,
    input  wire                 M_AXI_BVALID,
    input  wire [1:0]           M_AXI_BRESP,
    output wire                 M_AXI_BREADY
 );
    reg  [DATA_WD - 1:0] mem [0 : 256]; 
    reg   [ADDR_WD-1 : 0]     r_cmd_src_addr            ;
    reg   [ADDR_WD-1 : 0]     r_cmd_dst_addr            ;
    reg   [1:0]               r_cmd_burst               ;
    reg   [ADDR_WD-1 : 0]     r_cmd_len                 ;
    reg   [2:0]               r_cmd_size                ;
    reg                       r_cmd_ready               ;
    reg [DATA_WD - 1:0]       r_m_axi_rdata             ;
    reg                       r_m_axi_rlast             ;
    reg                       r_m_axi_rready            ;
    reg [ADDR_WD - 1:0]       r_m_axi_araddr            ;
    reg                       r_m_axi_arvalid           ;
    reg [ADDR_WD - 1:0]       r_m_axi_arlen             ;
    reg [ADDR_WD - 1:0]       r_m_axi_awaddr            ;
    reg                       r_m_axi_awvalid           ;
    reg [ADDR_WD - 1:0]       r_m_axi_awlen             ;    
    reg [DATA_WD - 1:0]       r_m_axi_wdata             ;
    reg                       r_m_axi_wlast             ;
    reg                       r_m_axi_wvalid            ; 
    reg [8:0]                 r_write_cnt               ;  
    reg [8:0]                 r_read_cnt                ;  
    reg                       r_read_start              ;
    reg                       r_write_start             ; 
    assign cmd_ready        = r_cmd_ready               ;
    assign M_AXI_ARLEN      = r_m_axi_arlen             ;  
    assign M_AXI_ARSIZE     = r_cmd_size                  ;
    assign M_AXI_ARBURST    = r_cmd_burst                 ;
    assign M_AXI_ARADDR     = r_m_axi_araddr            ;
    assign M_AXI_ARVALID    = r_m_axi_arvalid           ;
    assign M_AXI_AWLEN      = r_m_axi_awlen             ;  
    assign M_AXI_AWSIZE     = r_cmd_size                  ;
    assign M_AXI_AWBURST    = r_cmd_burst                 ;
    assign M_AXI_AWADDR     = r_m_axi_awaddr            ;
    assign M_AXI_AWVALID    = r_m_axi_awvalid           ;
    assign M_AXI_WSTRB      = {4'b1010}           ; 
    assign M_AXI_WDATA      = r_m_axi_wdata             ; 
    assign M_AXI_WLAST      = r_m_axi_wlast             ; 
    assign M_AXI_WVALID     = r_m_axi_wvalid            ; 
    assign M_AXI_BREADY     = 1'b1                      ;
    assign M_AXI_RREADY     = r_m_axi_rready            ;
    always@(posedge clk) begin
        if(rst) begin
            r_cmd_src_addr <= 0; 
            r_cmd_dst_addr <= 0;
            r_cmd_burst <= 0;
            r_cmd_len <= 0;
            r_cmd_size <= 0;
            r_m_axi_awlen <= 0;
            r_m_axi_arlen <= 0;
            r_read_start <= 0;
        end
        else if(cmd_valid && cmd_ready) begin
            r_cmd_src_addr <= cmd_src_addr;
            r_cmd_dst_addr <= cmd_dst_addr;
            r_cmd_burst <= cmd_burst;
            r_cmd_len <= cmd_len;
            r_cmd_size <= cmd_size;
            r_m_axi_awlen <= cmd_len/(DATA_WD_BYTE);
            r_m_axi_arlen <= cmd_len/(DATA_WD_BYTE);
            r_read_start <= 1;
        end
        else begin
            r_cmd_src_addr <= r_cmd_src_addr;
            r_cmd_dst_addr <= r_cmd_dst_addr;
            r_cmd_burst <= r_cmd_burst;
            r_cmd_len <= r_cmd_len;
            r_cmd_size <= r_cmd_size;
            r_read_start <= 0;
            r_m_axi_awlen <= r_m_axi_awlen;
            r_m_axi_arlen <= r_m_axi_arlen;
        end
    end
    always@(posedge clk) begin
        if(rst) 
            r_cmd_ready <= 1;
        else if(cmd_valid && cmd_ready)
            r_cmd_ready <= 0;
        else if(M_AXI_BREADY && M_AXI_BVALID)
            r_cmd_ready <= 1;
        else
            r_cmd_ready <= r_cmd_ready;
    end
    always@(posedge clk) begin
        if(rst) 
            r_m_axi_araddr <= 'd0;
        else if(r_read_start)
            r_m_axi_araddr <= r_cmd_src_addr;
        else
            r_m_axi_araddr <= r_m_axi_araddr;
    end
    always@(posedge clk) begin
        if(rst || (M_AXI_ARREADY && M_AXI_ARVALID)) 
            r_m_axi_arvalid <= 'd0;
        else if(r_read_start)
            r_m_axi_arvalid <= 'd1;
        else
            r_m_axi_arvalid <= r_m_axi_arvalid;
    end
    always@(posedge clk) begin
        if(rst)
            r_m_axi_rready <= 0;
        else if(M_AXI_ARREADY && M_AXI_ARVALID)
            r_m_axi_rready <= 1;
        else
            r_m_axi_rready <= r_m_axi_rready;
    end
    always@(posedge clk) begin
        if(rst) begin
            r_read_cnt <= 0;
            for(integer i = 0; i < 256; i = i + 1) begin
                mem[i] <= 0;
            end
        end
        else if(M_AXI_RVALID && M_AXI_RREADY) begin
            r_read_cnt <= r_read_cnt + 1;
            mem[r_read_cnt] <= M_AXI_RDATA;
            r_m_axi_rdata <= M_AXI_RDATA;
        end
        else begin
            r_read_cnt <= r_read_cnt;
            mem[r_read_cnt] <= mem[r_read_cnt];
            r_m_axi_rdata <= r_m_axi_rdata;
        end
    end
    always@(posedge clk) begin
        if(rst)
            r_write_start <= 0;
        else if(M_AXI_RLAST)
            r_write_start <= 1;
        else
            r_write_start <= 0;
    end
    always@(posedge clk) begin
        if(rst)
            r_m_axi_awvalid <= 0;
        else if(r_write_start)
            r_m_axi_awvalid <= 1;
        else if(M_AXI_AWREADY && M_AXI_AWVALID)
            r_m_axi_awvalid <= 0;
        else
            r_m_axi_awvalid <= r_m_axi_awvalid;
    end
    always@(posedge clk) begin
        if(rst) 
            r_m_axi_awaddr <= 0;
        else if(r_write_start)
            r_m_axi_awaddr <= r_cmd_dst_addr;
        else
            r_m_axi_awaddr <= r_m_axi_awaddr;
    end
    always@(posedge clk) begin
        if(rst) 
            r_m_axi_wvalid <= 0;
        else if(M_AXI_AWREADY && M_AXI_AWVALID)
            r_m_axi_wvalid <= 1;
        else
            r_m_axi_wvalid <= r_m_axi_wvalid;
    end
    always@(posedge clk) begin
        if(rst || M_AXI_WLAST) begin
            r_m_axi_wdata <= 0;
            r_write_cnt <= 1;
        end
        else if(M_AXI_WREADY && M_AXI_WVALID) begin
            r_m_axi_wdata <= mem[r_write_cnt];
            r_write_cnt <= r_write_cnt + 1;
        end
        else begin
            r_m_axi_wdata <= r_m_axi_wdata;
            r_write_cnt <= r_write_cnt;
        end
    end
    always@(posedge clk) begin
        if(rst) 
            r_m_axi_wlast <= 0;
        else if(r_write_cnt == M_AXI_AWLEN)
            r_m_axi_wlast <= 1;
        else
            r_m_axi_wlast <= 0;
    end
assign M_AXI_BREADY = 1'b1;
endmodule
```

## design/flow/run.sh

```bash
#!/bin/bash
# OpenROAD 26Q1-2900-gdf79404cd8, Yosys 0.63+post, stock flow scripts
make -C /OpenROAD-flow-scripts/flow DESIGN_CONFIG=/design/flow/config.mk WORK_HOME=/design/flow/orfs finish
```

==> load_flow_metrics.sql <==
-- physical implementation figures
INSERT INTO impl_metrics (metric_group, metric, value, unit) VALUES
('final_timing', 'timing.final.max_slew_violations', '0', ''),
('run', 'tool_warnings', '44', ''),
('power_and_ir_drop', 'power.density_cell_area', '0.3919', 'mW/mm^2'),
('final_timing', 'final_period_minus_worst_setup_slack', '937.44', 'ns'),
('clocking', 'clock_sink_count', '16610', ''),
('detailed_routing', 'wl_per_cell', '32.69', 'um'),
('final_timing', 'fin_skew', '0.2105', 'ns'),
('logic_synthesis', 'ys_sh_xor', '0.0002766', ''),
('logic_synthesis', 'post-synth-top-area-cell', 'sky130_fd_sc_hd__edfxtp_1', ''),
('logic_synthesis', 'netlist_area', '0.6965', 'mm^2'),
('final_timing', 'worst_slew_margin_rel', '0.05431', ''),
('die', 'chipHeight', '1526', 'um'),
('final_timing', 'timing.fmax', '1.067', 'MHz'),
('clocking', 'number_of_setup_buffers_added_after_cts', '0', ''),
('detailed_routing', 'final_antenna_net_count', '0', ''),
('place', 'dp_hpwl', '1457000', 'um'),
('logic_synthesis', 'ys_dominant_reg_cell', 'sky130_fd_sc_hd__edfxtp_1', ''),
('layout', 'mostFrequentLayoutCells', 'sky130_fd_sc_hd__edfxtp_1, sky130_fd_sc_hd__and2_1, sky130_fd_sc_hd__mux4_2, sky130_fd_sc_hd__buf_4, sky130_fd_sc_hd__clkbuf_16', ''),
('die', 'design.die.area', '2.328', 'mm^2'),
('clocking', 'cts_hold_buf', '0', ''),
('layout', 'final_core_util', '0.3429', ''),
('power_and_ir_drop', 'total_power', '0.3112', 'mW'),
('setup_path', 'cp-end-kind', 'flip-flop', ''),
('logic_synthesis', 'netlist-cell-type-count', '91', ''),
('final_timing', 'worstMarginPinSlew', '1.404', 'ns'),
('global_routing', 'overflow', '0', ''),
('worst_hold_path', 'min_path_type', 'reg -> reg', ''),
('final_timing', 'min_period_over_period', '0.2009', ''),
('logic_synthesis', 'netlist_instances', '38630', ''),
('run_status', 'run_status', 'finished, final reports clean', ''),
('logic_synthesis', 'seq_share_synth', '0.7127', ''),
('global_routing', 'grt_pass1_vias', '384500', ''),
('logic_synthesis', 'synth.avg_cell_area', '18.03', 'um^2'),
('clocking', 'clock.latency.late_pin', '1.46', 'ns'),
('logic_synthesis', 'synth_compound_gate_area_share', '0.02637', ''),
('logic_synthesis', 'synth-seq-cells', '16610', ''),
('logic_synthesis', 'yosys_cells', '38630', ''),
('layout', 'drive_above_1_share', '0.2278', ''),
('detailed_routing', 'routed-via-count', '364300', ''),
('die', 'io_pins', '327', ''),
('power_and_ir_drop', 'vdd_drop_max', '0.0000003715', 'V'),
('detailed_routing', 'drc_errors', '0', ''),
('die', 'pre_placement_core_utilization', '0.3008', ''),
('clocking', 'cts_tree', 'yes', ''),
('final_timing', 'timing.setup.tns', '0', 'ns'),
('layout', 'syn2layout_area_growth', '14.02', '%'),
('clocking', 'htreeDepth', '7', ''),
('setup_path', 'arrival', '938.41', 'ns'),
('layout', 'layout_top_cell', 'sky130_fd_sc_hd__edfxtp_1', ''),
('logic_synthesis', 'number_of_enable_type_register_cells_in_the_synthesized_netlist', '16380', ''),
('run', 'max_cap_violations', '0', ''),
('logic_synthesis', 'fa_ha_area_frac', '0.00008982', ''),
('place', 'port_buffers', '311', ''),
('logic_synthesis', 'asyncSetResetFlopFracSynth', '0', ''),
('clocking', 'ctsResizeCount', '0', ''),
('detailed_routing', 'drt-pass1-iter-count', '8', ''),
('logic_synthesis', 'yosysChipArea', '0.6965', 'mm^2'),
('logic_synthesis', 'synth.area.mux_share', '0.1479', ''),
('setup_path', 'worst_setup_path_start_kind', 'input port', ''),
('final_timing', 'setup_violations', '0', ''),
('global_routing', 'grt_antenna_before_repair', '188', ''),
('die', 'dieWidth', '1526', 'um'),
('clocking', 'clk_pin_slew_worst_paths', '0.06', 'ns'),
('setup_path', 'critical_path_peak_fanout', '26', ''),
('global_routing', 'grt_max_degree', '128', ''),
('logic_synthesis', 'ys_sh_simple', '0.08714', ''),
('clocking', 'clk_root_buffer_cell', 'sky130_fd_sc_hd__clkbuf_16', ''),
('logic_synthesis', 'synth.top_cells.by_area', 'sky130_fd_sc_hd__edfxtp_1, sky130_fd_sc_hd__mux4_2, sky130_fd_sc_hd__and2_1', ''),
('clocking', 'tritoncts.num_buffers', '1662', ''),
('place', 'globalplace.congestion', '0.9271', ''),
('final_timing', 'grt_setup_unrepaired', 'no', '');
==> flip-flops by register name, summed over array words and instances (netlist names) <==
signal / cells
r_cmd_dst_addr: 32
r_m_axi_awaddr: 32
mem: 16384
r_read_cnt: 9
r_m_axi_arlen: 30
r_cmd_ready: 1
r_m_axi_wlast: 1
r_m_axi_rready: 1
r_m_axi_wdata: 32
r_write_start: 1
r_m_axi_wvalid: 1
r_cmd_size: 3
r_read_start: 1
r_write_cnt: 9
r_m_axi_araddr: 32
r_m_axi_awvalid: 1
r_cmd_src_addr: 32
r_m_axi_arvalid: 1
r_cmd_burst: 2
==> cells by family after synthesis <==
family	count (synthesis)
DFF	16610
and+or+nand+nor	10320
muxes	5521
buffers and inverters	3447
AOI/OAI and AO/OA	2705
xor gates and xnor gates	22
adders and majority gates	5
other	2
==> path summary, 6_finish.rpt <==
kind	end	start	cells after the start
worst min register to register	r_cmd_src_addr[15]	r_cmd_src_addr[15]	2
worst max register to register	r_m_axi_wdata[10]	r_write_cnt[0]	14
worst max-delay path	mem[63][1]	M_AXI_RVALID	11
worst min-delay path	r_cmd_src_addr[15]	r_cmd_src_addr[15]	2
==> synthesized netlist by cell type, types with 136 or more instances <==
master,number
sky130_fd_sc_hd__or2_2,262
sky130_fd_sc_hd__clkbuf_1,2239
sky130_fd_sc_hd__o221ai_1,189
sky130_fd_sc_hd__mux4_2,3748
sky130_fd_sc_hd__edfxtp_1,16380
sky130_fd_sc_hd__buf_2,425
sky130_fd_sc_hd__a211oi_1,138
sky130_fd_sc_hd__dfxtp_1,221
sky130_fd_sc_hd__o22ai_1,238
sky130_fd_sc_hd__buf_6,233
sky130_fd_sc_hd__buf_4,250
sky130_fd_sc_hd__nand2_1,654
sky130_fd_sc_hd__nor2_1,826
sky130_fd_sc_hd__a221oi_1,354
sky130_fd_sc_hd__a22oi_1,303
sky130_fd_sc_hd__and2_1,8216
sky130_fd_sc_hd__o21ai_0,406
sky130_fd_sc_hd__a21oi_1,644
sky130_fd_sc_hd__buf_1,136
sky130_fd_sc_hd__mux2i_1,1681
==> area by class of cell <==
cell class / instances / area [um^2]
Multi-Input combinational cell: 18580 / 186100
Tap cell: 30860 / 38610
Timing Repair Buffer: 2626 / 21230
Inverter: 15 / 102.6
Sequential cell: 16610 / 496500
Antenna cell: 290 / 725.7
Fill cell: 213700 / 1522000
Clock buffer: 2117 / 43820
Clock inverter: 871 / 7048
==> worst max-delay path, stage by stage <==
cell and delay [ns]:
sky130_fd_sc_hd__clkdlybuf4s50_1 0.45, sky130_fd_sc_hd__nand2_1 0.17, sky130_fd_sc_hd__buf_4 0.29, sky130_fd_sc_hd__nor2_1 0.18, sky130_fd_sc_hd__and2_1 0.40, sky130_fd_sc_hd__nand3_4 0.59, sky130_fd_sc_hd__buf_4 0.55, sky130_fd_sc_hd__nor2_2 0.62
sky130_fd_sc_hd__buf_4 0.48, sky130_fd_sc_hd__or2_2 0.60, sky130_fd_sc_hd__buf_4 0.48
==> routing by layer <==
metal | GRT usage | up-vias | share of wire | wire, um
li1 | - | 152400 | - | -
met1 | 0.2081 | 182600 | 0.29 | 675600
met2 | 0.2982 | 24460 | 0.44 | 1026000
met3 | 0.1958 | 4653 | 0.21 | 485700
met4 | 0.1077 | 249 | 0.066 | 154100
met5 | 0.04303 | - | 0.0050 | 11680
==> power by group <==
group	leakage, nW	switching, mW	internal, mW	total (mW)
Sequential	153	0.000917	0.167	0.168
Combinational	83.2	0.00922	0.00449	0.0138
Clock	24.9	0.0575	0.0716	0.129
==> per-stage QoR <==
| stage | hold slack [ns] | cell area, um^2 | instances | worst slack [ns] |
|---|---|---|---|---|
| 6_report | 0.4530 | 794100 | 71960 | 3729.66 |
| 5_1_grt | 0.4694 | 793800 | 71850 | 3729.57 |
| 4_1_cts | 0.4540 | 793400 | 71670 | 3729.82 |
| 3_5_place_dp | 0.4461 | 742500 | 68690 | 3728.41 |
| 3_3_place_gp | 0.4418 | 742500 | 68690 | 3728.41 |
| 2_1_floorplan | 0.4014 | 696500 | 38640 | 3730.81 |
Power and IR drop assume default switching activity.
